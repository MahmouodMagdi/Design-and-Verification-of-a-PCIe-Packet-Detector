### design/flow/run.sh
#!/bin/bash
# OpenROAD 26Q1-2900-gdf79404cd8, Yosys 0.63+post, stock flow scripts
make -C /OpenROAD-flow-scripts/flow DESIGN_CONFIG=/design/flow/config.mk WORK_HOME=/design/flow/orfs finish
### design/flow/config.mk
export PLATFORM = sky130hd
export DESIGN_NAME = PKT_Detector
export DESIGN_NICKNAME = PKT_Detector
export VERILOG_FILES = /design/flow/design.v
export SDC_FILE = /design/flow/constraint.sdc
export NUM_CORES = 4
export LEC_CHECK = 1
export CORE_UTILIZATION = 40
### design/flow/design.v
module PKT_Detector #(
    parameter   DATA_WIDTH    = 8   ,
                PKT_CNT_WIDTH = 4   ,
                OUT_PKT_WIDTH = 160 
) (
    	input   logic                           reset     ,                                                      
    	input   logic                           clk       ,                                                     
    	input   logic   [DATA_WIDTH - 1 : 0]    data_in   ,                                                      
    	input   logic   			dataK     ,                                                      
   	output  logic   [PKT_CNT_WIDTH - 1 : 0] PKT_count ,                                                      
    	output  logic   [OUT_PKT_WIDTH - 1 : 0] PKT       ,                                                      
    	output  logic                           MRd	  , 
	output 	logic 				MWr	  , 
	output 	logic				IORd	  , 
	output	logic				IOWr	  , 
	output	logic				CfgRd0    , 
	output	logic				CfgWr0    , 
	output	logic				CfgRd1    , 
	output	logic				CfgWr1    , 
	output	logic				Cpl	  , 
	output	logic				Cp1D        
);
logic [DATA_WIDTH    - 1 : 0] data_counter ;
logic [OUT_PKT_WIDTH - 1 : 0] PKT_REG;
typedef enum logic {
    	IDLE    ,
	active
} state_t;
state_t current_state , next_state;
always_ff @( posedge clk or negedge reset ) begin : data_count
    if (!reset) 
    begin
        	data_counter <= 'b0;
		PKT_REG <= 'b0;
    end 
    else 
    begin
	if(next_state == IDLE)
	begin
        	data_counter <= 'b0;	
		PKT_REG <= PKT_REG;	
	end
	else
	begin
        	data_counter <= data_counter + 1;	
		PKT_REG <= {data_in, PKT_REG[159:8]};
	end
    end
end
always_ff @(posedge clk or negedge reset) begin : current_State_Logic
    if(!reset)
    begin
        current_state <= IDLE;
    end
    else
    begin
        current_state <= next_state;
    end
end
always_comb begin : Next_State_Logic 
    	case (current_state)
        IDLE   : begin
                    if((data_in == 'hFB) && (dataK == 1'b1))
                    begin
                        next_state = active;
                    end
                    else
                    begin
                        next_state = IDLE;
                    end
                end
        active: begin
			if(data_counter == 20)
			begin
				next_state = IDLE;
			end
			else
			begin
				next_state = active;
			end		
		end
	default: next_state = IDLE;
   endcase 
end
always_ff @(posedge clk or negedge reset) begin : Output
    if(!reset)
    begin
        PKT       <= 'b0;
        PKT_count <= 'b0;
        MRd       <= 'b0;
        MWr       <= 'b0;
        IORd      <= 'b0;     
        IOWr      <= 'b0; 
        CfgRd0    <= 'b0; 
        CfgWr0    <= 'b0; 
        CfgRd1    <= 'b0;   
        CfgWr1    <= 'b0; 
        Cpl       <= 'b0; 
        Cp1D      <= 'b0;
    end
    else
    begin
		if((data_counter == 20) && (PKT_REG[159:152] == 8'hFD))
		begin
			PKT <= PKT_REG;
			PKT_count <= PKT_count + 1;
			case(PKT_REG[31:24])
				8'h00: MRd    <= 1'b1;
				8'h01: MWr    <= 1'b1;
				8'h02: IORd   <= 1'b1; 
				8'h42: IOWr   <= 1'b1;
				8'h04: CfgRd0 <= 1'b1;
				8'h44: CfgWr0 <= 1'b1; 
				8'h05: CfgRd1 <= 1'b1;
				8'h45: CfgWr1 <= 1'b1;
				8'h0a: Cpl    <= 1'b1;
				8'h4a: Cp1D   <= 1'b1;
				default: begin
					MRd    <= 1'b0;
					MWr    <= 1'b0;
					IORd   <= 1'b0; 
					IOWr   <= 1'b0;
					CfgRd0 <= 1'b0;
					CfgWr0 <= 1'b0; 
					CfgRd1 <= 1'b0;
					CfgWr1 <= 1'b0;
					Cpl    <= 1'b0;
					Cp1D   <= 1'b0;
				end
			endcase
		end 
		else
		begin
			PKT 	  <= PKT;
			PKT_count <= PKT_count;
			IORd      <= 1'b0;
			MRd       <= 1'b0;
			MWr       <= 1'b0;
			IORd      <= 1'b0; 
			IOWr      <= 1'b0;
			CfgRd0    <= 1'b0;
			CfgWr0    <= 1'b0; 
			CfgRd1    <= 1'b0;
			CfgWr1    <= 1'b0;
			Cpl       <= 1'b0;
			Cp1D      <= 1'b0;
		end
    end
end
endmodule
### design/flow/constraint.sdc
current_design PKT_Detector

set clk_period 37.0
set clk_io_pct 0.2

create_clock -name clk0 -period $clk_period [get_ports {clk}]

set non_clock_inputs [all_inputs -no_clocks]
set_input_delay [expr $clk_period * $clk_io_pct] -clock clk0 $non_clock_inputs
set_output_delay [expr $clk_period * $clk_io_pct] -clock clk0 [all_outputs]
==> flow report <==
RUN STATUS
-------------------------------------------------------------------------------------------
Status                                                                         finished, final reports clean

ROUTE
-------------------------------------------------------------------------------------------
Total routed wire length on the met1 layer                                          12.1 mm
DR vias/cell                                                                           4.92
Routed wire length per instance                                                     17.4 um
Routed wire length                                                                  24.6 mm
Uppermost layer routed                                                                 met4
Met2 wire length                                                                    10.7 mm
Pre-Repair DR Iteration Count                                                             4
Total via count after detailed routing                                                 6959
Count of antenna diodes in the layout                                                     0
Drt drc                                                                                   0
Residual antenna-violating net count after detailed routing                               0
Met3 layer wire length in the routed design                                         1.28 mm
Number of design-rule violations left by the first detailed-router iteration            234

SYNTHESIS
-------------------------------------------------------------------------------------------
Post-synthesis compound-gate area fraction                                          0.00935
Area fraction in and, or, nand and nor cells                                         0.0248
Main area contributors                                                         sky130_fd_sc_hd__dfrtp_1 66%, sky130_fd_sc_hd__mux2_2 26%, sky130_fd_sc_hd__buf_4 1.6%
Post-synthesis average cell area                                                 16.4 sq um
Adder share                                                                         0.00289
Total cells reported by yosys after synthesis                                           793
Total of flip-flops plus latches after synthesis                                        343
Fraction of registers with async set/reset                                             1.00
Cell type with the largest total area                                          sky130_fd_sc_hd__dfrtp_1
XOR/XNOR Area Share                                                                 0.00607
Cells after synthesis                                                                   793
Flip-flop cell with the highest count after synthesis                          sky130_fd_sc_hd__dfrtp_1
Fraction of the yosys area taken by sequential cells                                  0.661
Fraction of synthesized cell area taken by the top area cell type                     0.661
Number of synthesis warnings                                                              1
Post-synthesis mux area share                                                         0.273
Area figure in the yosys stat output                                            13000 sq um
Most frequent cells after synthesis                                            343 x sky130_fd_sc_hd__dfrtp_1, 301 x sky130_fd_sc_hd__mux2_2, 28 x sky130_fd_sc_hd__buf_4
Synthesized cell area                                                           13000 sq um
Prevailing logic family in the synthesized netlist                             multiplexers
Most repeated cell in the gate-level netlist after synthesis                   sky130_fd_sc_hd__dfrtp_1
Flip-flops with a built-in enable                                                         0
Count of different cell masters after synthesis                                          37

WORST SETUP PATH
-------------------------------------------------------------------------------------------
Standard cell with the maximum stage delay on the critical path                sky130_fd_sc_hd__o41a_2
Data arrival, critical path                                                         9.86 ns
Kind of start point of the critical path                                          input pin
End of the critical path                                                       PKT_REG[29]$_DFFE_PN0P_
Worst reg2reg path endpoint                                                    PKT[91]$_DFFE_PN0P_
Top cell family by delay on the critical path                                  buffers and inverters
CP Launch Point                                                                  data_in[2]
Crit-path cells                                                                clkdlybuf4s50_1, nand2b_1, o41a_2, inv_2, mux2_2
Startpoint of the worst-slack reg-to-reg timing path                           data_counter[0]$_DFF_PN0_
Worst reg2reg setup slack                                                          33.57 ns
Buf+Inv Stages, Crit Path                                                                 2
Critical Path Max Stage Delay                                                       0.78 ns
Number of cell instances on the worst register-to-register path                           7
Worst endpoint required time                                                       37.38 ns
Type of the setup path with the least slack                                    input pin to register
Path length in cells of the critical path                                                 5
Maximum fanout along the worst path                                                      31
Critical path endpoint category                                                    register

GLOBAL ROUTING
-------------------------------------------------------------------------------------------
Total Routing Usage GR                                                                0.161
Maximum number of pins on one net before global-route repair                            112
Initial antenna violation count                                                           0
Global-route wire length before repair                                              40.7 mm
Remaining global-route overflow                                                           0
Number of global-route vias before repair                                              7195

POWER
-------------------------------------------------------------------------------------------
Worst supply voltage drop on vdd                                                0.0000280 V
Switching pwr                                                                        219 uW
Switching part of the total                                                           0.239
Gate power share                                                                      0.086
Relative contribution of the clock network to total power                             0.392
Sequential fraction of design power                                                   0.522
Overall power after layout                                                           917 uW
Power Density                                                                  56.1 nW/um^2
Cell-internal power                                                                  698 uW
Leakage component of the power                                                   0.00745 uW

DIE
-------------------------------------------------------------------------------------------
Die Span Y                                                                           182 um
Placeable core region                                                           31700 sq um
Core utilization at floorplan                                                         0.409
Num rows                                                                                 65
I/O pin cnt                                                                             185
Die area                                                                        33200 sq um
Overall die width                                                                    182 um

STA
-------------------------------------------------------------------------------------------
Part of the cycle the worst path needs                                                0.256
Number of hold violations in the final report                                             0
Fin worst setup slack                                                              27.52 ns
Final setup violating endpoints                                                           0
Number of pins with negative max-slew slack in the final report                           0
Final Critical Period                                                               9.48 ns
Remaining max-slew budget at the tightest pin                                         0.490
Worst clock skew                                                                  0.0102 ns
Maximum operating frequency                                                         106 MHz
RSZ-0062 raised after global routing                                                     no
Worst-margin pin slew                                                              0.765 ns
Setup total negative slack                                                             0 ns

PLACE
-------------------------------------------------------------------------------------------
Final Wtd Congestion                                                                  0.787
Number of cells after detailed placement                                               1347
Number of I/O port buffers                                                              184
Post-placement worst setup slack                                                   26.96 ns
Placed Area                                                                     15100 sq um
Post-DP HPWL                                                                        15.3 mm

CTS
-------------------------------------------------------------------------------------------
Buffers inserted during post-CTS setup optimization                                       0
Number of buffers created by CTS                                                         37
Clock latency reported for the late side of the worst-skew pair                     0.51 ns
Root buffer cell                                                               sky130_fd_sc_hd__clkbuf_16
Maximum buffer depth of the clock tree                                                    3
Number of gates given a new drive strength after cts                                      0
Number of H-tree levels                                                                   2
Clock transition at the registers of the reported paths                             0.05 ns
Total of hold buffers inserted after clock tree synthesis                                 0
CTS Sinks                                                                               343
Clock tree from TritonCTS                                                             built

FINISH
-------------------------------------------------------------------------------------------
Post-route cell area                                                            16400 sq um
Share of final-layout standard cells stronger than drive strength 1                   0.381
Growth of design area from synthesis to finish                                        25.9%
Non-filler cells in the finished layout                                                1414
Number of fill cells                                                                   2676

JOB
-------------------------------------------------------------------------------------------
Tool Warnings                                                                            28
Max Cap Violations                                                                        0

HOLD PATH
-------------------------------------------------------------------------------------------
Path type of the worst min-delay path                                          register to register

## per-stage QoR
stage                     hold slack [ns]   util
after floorplan                     0.413      -
after CTS                           0.469  0.516
after detailed placement            0.459  0.477
after global routing                0.489  0.516
final                               0.464  0.516
after global placement              0.456  0.477
## registers in the layout, indices dropped and copies added (netlist names), 4 cells and up
signal / count
PKT_REG: 160
PKT: 160
PKT_count: 4
data_counter: 8
## cell type report
| class | instances | area (sq um) | area share |
|---|---|---|---|
| sequential | 343 | 8580 | 0.525 |
| multi-input combinational | 403 | 4110 | 0.251 |
| timing repair buffer | 193 | 1930 | 0.118 |
| clock buffer | 61 | 1170 | 0.0715 |
| tap | 402 | 503 | 0.0308 |
| clock inverter | 6 | 42.5 | 0.00260 |
| inverter | 6 | 22.5 | 0.00138 |
## worst reg2reg max path, stage by stage, from the launching register on
cell and delay [ns]:
sky130_fd_sc_hd__dfrtp_1 0.41, sky130_fd_sc_hd__inv_1 0.07, sky130_fd_sc_hd__ha_1 0.13, sky130_fd_sc_hd__or3b_1 0.42
sky130_fd_sc_hd__nor4_4 0.46, sky130_fd_sc_hd__buf_4 0.69, sky130_fd_sc_hd__buf_4 0.68, sky130_fd_sc_hd__mux2_2 0.46
## placed cells by master, fill, tap and decap left out, drive strengths merged
| cell | instances |
|---|---|
| a21oi | 9 |
| a22o | 1 |
| a31oi | 1 |
| and2 | 4 |
| and3 | 1 |
| buf | 10 |
| clkbuf | 61 |
| clkdlybuf4s50 | 183 |
| clkinv | 3 |
| clkinvlp | 1 |
| dfrtp | 343 |
| ha | 3 |
| inv | 8 |
| mux2 | 312 |
| nand2 | 5 |
| nand2b | 4 |
| nand3 | 3 |
| nand4 | 5 |
| nand4b | 1 |
| nand4bb | 1 |
| nor2 | 21 |
| nor2b | 3 |
| nor3 | 1 |
| nor3b | 1 |
| nor4 | 1 |
| o21ai | 6 |
| o21bai | 1 |
| o22a | 1 |
| o41a | 1 |
| or2 | 7 |
| or3b | 1 |
| xnor2 | 3 |
| xor2 | 6 |
## power groups by stage
stage,sequential (uW),clock [uW],combinational (uW)
4_1_cts,480,371,80.8
5_1_grt,488,385,88.5
6_report,479,359,79.1
## worst min path at each step
stage | slack (ns) | startpoint | to | cells after the start
4_1_cts | 0.47 | PKT[157]$_DFFE_PN0P_ | PKT[157]$_DFFE_PN0P_ | 1
5_1_grt | 0.49 | PKT[155]$_DFFE_PN0P_ | PKT[155]$_DFFE_PN0P_ | 1
6_report | 0.46 | PKT[157]$_DFFE_PN0P_ | PKT[157]$_DFFE_PN0P_ | 1
## routing by layer
layer	global-route usage	vias up
met5	0	-
met4	0.0303	0
met3	0.0334	44
met2	0.227	159
met1	0.273	3575
li1	-	3181
## cells by family (layout without fill, tap and decap cells)
logic type | after synthesis | in the layout
DFF | 343 | 343
AOI/OAI and AO/OA | 20 | 20
xor gates and xnor gates | 9 | 9
adders and majority gates | 3 | 3
and+or+nand+nor | 59 | 59
muxes | 312 | 312
buffers and inverters | 47 | 266
Power and IR drop assume default switching activity.
